**run.sh**
```bash
#!/bin/bash
# OpenROAD 26Q1-2900-gdf79404cd8, Yosys 0.63+post, stock flow scripts
make -C /OpenROAD-flow-scripts/flow DESIGN_CONFIG=/design/flow/config.mk WORK_HOME=/design/flow/orfs finish
```
**config.mk**
```make
export PLATFORM = sky130hd
export DESIGN_NAME = delay_1s
export DESIGN_NICKNAME = delay_1s
export VERILOG_FILES = /design/flow/design.v
export SDC_FILE = /design/flow/constraint.sdc
export NUM_CORES = 4
export LEC_CHECK = 1
export CORE_AREA = 10 10 88 88
export DIE_AREA = 0 0 98 98
```
**constraint.sdc**
```tcl
current_design delay_1s

set clk_period 3.8
set clk_io_pct 0.2

create_clock -name clk0 -period $clk_period [get_ports {CLOCK_50}]

set non_clock_inputs [all_inputs -no_clocks]
set_input_delay [expr $clk_period * $clk_io_pct] -clock clk0 $non_clock_inputs
set_output_delay [expr $clk_period * $clk_io_pct] -clock clk0 [all_outputs]
```
**design.v**
```verilog
module delay_1s(delay,CLOCK_50);
	output reg delay;
	input CLOCK_50;
	reg [25:0] count;
always @(posedge CLOCK_50)
	begin
		if(count==26'd49_999_999)
			begin
				count<=26'd0;
				delay<=1;
			end
		else
			begin
				count<=count+1;
				delay<=0;
			end
	end
endmodule 
```
==> out/metrics.csv <==
stage,metric,value,unit
outcome,outcome,finished clean,
placement,pre-CTS WS,1.606,ns
critical_path,Setup CP Type,flip-flop to flip-flop,
critical_path,reg2reg start,count[0],
placement,HPWL after detailed placement,1357,um
sta,Final Hold Viols,0,
die,Starting Density,19.95,%
global_routing,maximum number of pins on one net before global-route repair,18,
drt,DRT Wirelength,1983,um
pwr,Max VDD drop,0.0002542,V
logic_synthesis,Synth Instances,123,
sta,relative slew slack,38.97,%
sta,RSZ-0062 raised after global routing,false,
layout,P&R area growth vs syn,11.02,%
logic_synthesis,Synth area leader,dfxtp_1,
sta,Slew @ Worst Pin,0.9116,ns
cts,Clock Tree Buf Depth,2,
global_routing,Global Route Usage Sum,3.998,%
layout,logic area,614.3,um2
drt,ant diodes,0,
sta,Setup Viol. Count Final,0,
global_routing,initial antenna violation count,0,
critical_path,Startpoint Class,flip-flop,
logic_synthesis,ys async rst share,0,%
critical_path,Worst Path Max Fanout,17,
drt,post-route ant nets,0,
sta,Clock Skew,0.01058,ns
sta,minimum clock period after layout,2.245,ns
sta,Setup TNS,0,ns
cts,CTS Buf Count,3,
pwr,Leak Pwr,0.0004785,uW
cts,CTS root buf,clkbuf_8,
die,Die H,98,um
critical_path,CP Data Arrival Time,2.37,ns
critical_path,Worst R2R End,count[12],
placement,gpl congestion,0.8177,
die,Die Span X,98,um
critical_path,register-to-register setup slack,1.55,ns
critical_path,R2R cell count,5,
die,Ports,2,
drt,Via density,4.562,
critical_path,beginning of the critical path,count[0],
layout,fill cell total of the finished layout,623,
flow_run,tool warnings,25,
cts,post-CTS setup buffers,0,
cts,post-cts resize count,0,
logic_synthesis,# Cells Yosys,123,
cts,clk latency late pin,0.27,ns
cts,"Hold-fix buffers, CTS",0,
logic_synthesis,Syn Area/Cell,9.603,um2
critical_path,worst setup path end,count[12],
logic_synthesis,Dominant Register Cell,dfxtp_1,
logic_synthesis,flip-flops with a built-in enable,0,
sta,max-slew violation count,0,
critical_path,WP data required,3.92,ns
drt,Avg WL per Cell,9.866,um
die,Core Footprint,5921,um2
min_path,hold crit path type,flip-flop to flip-flop,
drt,first-pass detailed-route iteration total,4,
cts,clock-pin transition on the worst setup and hold timing paths,0.10,ns
global_routing,Congestion Overflow GR,0,
logic_synthesis,Yosys warning count,1,
sta,setup ws final,1.555,ns
drt,DRC,0,
global_routing,first-pass GRT wire length,3450,um
layout,fraction of final layout cells sized beyond drive strength 1,7.143,%
die,row count,28,
sta,Max Freq,445.3,MHz
logic_synthesis,Synth Seq Share,45.76,%
logic_synthesis,cell with the most instances after synthesis,dfxtp_1,
logic_synthesis,Area contributors post-synth,"dfxtp_1 46%, xnor2_1 6.7%, xor2_1 5.9%",
cts,H-tree Lvls,1,
cts,Clock Sinks,27,
logic_synthesis,synthesized area,1181,um2
global_routing,vias in the first global route,784,
logic_synthesis,Synth top cells by count,"27 x dfxtp_1, 11 x nor2_1, 9 x nand3_1, 9 x xnor2_1",
flow_run,Max-cap violations,0,
pwr,power per cell area,341.1,nW/um2
placement,IO Port Bufs,1,
cts,CTS tree,done,
logic_synthesis,Synth Register Bits,27,
drt,initial detailed-routing violation count,24,
die,Die Area,9604,um2
logic_synthesis,Top cell area share,45.76,%
sta,fin crit share,59.09,%
layout,register area,540.5,um2
logic_synthesis,Yosys Chip Area,1181,um2
drt,vias,917,
critical_path,crit end category,flip-flop,
logic_synthesis,Synth cell types,27,
[critical path: stages (launching register included)]
cell and delay, ns:
dfxtp_1 0.40, ha_1 0.22, nand3_1 0.23, nor4_1 0.33
nor4b_4 0.80, nor2_1 0.13
[sequential cells by signal, summed over array words and instances (netlist names)]
| name | cells |
|---|---|
| delay | 1 |
| count | 26 |
[layout make-up]
cell class                      count  area share [%]
Sequential cell                    27           41.22
Inverter                            1          0.2863
Clock inverter                      1          0.5725
Multi-Input combinational cell     93           46.85
Tap cell                           75           7.156
Timing Repair Buffer                1          0.7634
Clock buffer                        3           3.149
[through the flow]
stage / area, um2 / utilization (%) / total power [uW] / hold slack, ns / instances
after floorplan: 1181 / - / 289.3 / 0.4370 / 123
after detailed placement: 1262 / 21.32 / 289.3 / 0.4635 / 197
after global routing: 1311 / 22.15 / 467.0 / 0.5077 / 201
final: 1311 / 22.15 / 447.2 / 0.4788 / 201
after CTS: 1311 / 22.15 / 454.5 / 0.4822 / 201
after global placement: 1262 / 21.32 / 289.3 / 0.4579 / 197
[worst min-delay path by stage]
stage / startpoint / endpoint / cells after the start
after global routing: count[24] / count[24] / 1
final: count[24] / count[24] / 1
after CTS: count[24] / count[24] / 1
[power by group]
part / switching, uW / total (uW) / internal, uW
sequential: 0 / 283 / 283
clock: 90.2 / 165 / 74.4
combinational: 0 / 0.000239 / 0
total: 90.2 / 447 / 357
[cells in the final DEF, fill, tap and decap left out, drive strengths merged]
cell / Yosys / routed
or4: 3 / 3
xor2: 8 / 8
clkbuf: 0 / 3
or3: 6 / 6
xnor2: 9 / 9
nor4: 5 / 5
inv: 1 / 1
nand4b: 1 / 1
nand2: 6 / 6
and3: 3 / 3
nand4: 9 / 9
or4b: 1 / 1
nor2b: 1 / 1
clkdlybuf4s50: 0 / 1
clkinvlp: 0 / 1
ha: 1 / 1
o31ai: 2 / 2
nor2: 11 / 11
nand3: 9 / 9
a21oi: 7 / 7
nor3: 1 / 1
nor4b: 1 / 1
o21ai: 5 / 5
and4: 4 / 4
dfxtp: 27 / 27
[routing by layer]
layer	track usage [%]	vias up	share of wire, %
li1	-	461	-
met1	5.173	431	49
met2	6.650	23	46
met3	1.209	2	4.3
met4	0.3356	0	0.71
met5	0	-	0
[kinds of logic after synthesis]
group                    after synthesis  share of synthesized area [%]
AND-OR/OR-AND                         14                          6.355
XOR/XNOR                              17                          12.61
adder cells (fa/ha/maj)                1                          1.059
buffers and inverters                  3                          2.224
flip-flops                            27                          45.76
AND/OR/NAND/NOR                       61                          31.99
Power figures rest on the tool's default switching activity, not on a simulated workload.
