==> design.v <==
module Debouncing 
(
    input   clk, n_reset, button_in,        
    output reg DB_out
);
    parameter N = 21;      
    reg  [N-1 : 0]  delaycount_reg;                     
    reg  [N-1 : 0]  delaycount_next;
    reg DFF1, DFF2;                                 
    wire q_add;                                     
    wire q_reset;
    always @ ( posedge clk ) begin
		if(n_reset ==  1'b0) begin  
			DFF1 <= 1'b0;
         DFF2 <= 1'b0;
         delaycount_reg <= { N {1'b0} };
      end
      else begin
			DFF1 <= button_in;
         DFF2 <= DFF1;
         delaycount_reg <= delaycount_next;
      end
	end   
   assign q_reset = (DFF1  ^ DFF2);  
   assign  q_add = ~(delaycount_reg[N-1]);  
   always @ ( q_reset, q_add, delaycount_reg) begin
		case( {q_reset , q_add})
			2'b00   : delaycount_next <= delaycount_reg;
         2'b01   : delaycount_next <= delaycount_reg + 1;
         default : delaycount_next <= { N {1'b0} };  
      endcase    
   end
   always @ ( posedge clk ) begin
		if(delaycount_reg[N-1] == 1'b1)
			DB_out <= DFF2;
		else
         DB_out <= DB_out;
   end     
endmodule
==> run.sh <==
#!/bin/bash
# OpenROAD 26Q1-2900-gdf79404cd8, Yosys 0.63+post, stock flow scripts
make -C /OpenROAD-flow-scripts/flow DESIGN_CONFIG=/design/flow/config.mk WORK_HOME=/design/flow/orfs finish
==> config.mk <==
export PLATFORM = sky130hd
export DESIGN_NAME = Debouncing
export DESIGN_NICKNAME = Debouncing
export VERILOG_FILES = /design/flow/design.v
export SDC_FILE = /design/flow/constraint.sdc
export NUM_CORES = 4
export LEC_CHECK = 1
export CORE_AREA = 10 10 84 84
export DIE_AREA = 0 0 94 94
==> constraint.sdc <==
current_design Debouncing

set clk_period 2.7
set clk_io_pct 0.2

create_clock -name clk0 -period $clk_period [get_ports {clk}]

set non_clock_inputs [all_inputs -no_clocks]
set_input_delay [expr $clk_period * $clk_io_pct] -clock clk0 $non_clock_inputs
set_output_delay [expr $clk_period * $clk_io_pct] -clock clk0 [all_outputs]
==> results.json <==
{
  "die_area_sq_um": 8836,
  "slew_viol_final": 0,
  "post-dp-hpwl_microns": 1221,
  "worst_ir_drop_vdd_mv": 0.2330,
  "yosys_warnings": 1,
  "warnings": 25,
  "syn_area_per_cell_sq_um": 9.786,
  "area_delta_synth_final_pct": 14.04,
  "cap_violations": 0,
  "powerDensity_nw_per_um2": 501.4,
  "max-clock-path-buffers": 2,
  "r2r_slack_ns": 1.03,
  "finalClockSkew_ns": 0.004248,
  "grt_overflow": 0,
  "maxClockFrequency_mhz": 530.8,
  "grt_usage_pct": 4.433,
  "relSlewSlack_pct": 59.82,
  "end_kind": "flip-flop",
  "core_sq_um": 5205,
  "grt_max_degree": 21,
  "ys_cells": 112,
  "cts-resized-gates": 0,
  "die_width_microns": 94,
  "period_used_pct": 69.78,
  "grt_pass1_wl_microns": 3374,
  "fin_ws_ns": 0.8161,
  "ys_seq_share_pct": 44.75,
  "globalplace.congestion": 0.7558,
  "whs_ns": 0.4759,
  "fp_util_pct": 21.06,
  "critPathMaxFanout": 20,
  "synth_area_sq_um": 1096,
  "fin_setup_tns_ns": 0,
  "cts-root-buf": "clkbuf_8",
  "hold_viol_final": 0,
  "r2r_start": "DFF1$_SDFF_PN0_",
  "clk_latency_ns": 0.26,
  "outcome": "finished, final reports clean",
  "drcViolationCount": 0,
  "n_antenna_cell": 0,
  "fp-row-count": 26,
  "cts_setup_buffers": 0,
  "dr.pass1.iters": 4,
  "numCtsBuffers": 3,
  "routedWlPerCell_microns": 9.640,
  "worstRegToRegCells": 4,
  "tightest_slew_ns": 0.6012,
  "hold_buffers": 0,
  "worstHoldPathType": "reg2reg",
  "place_worst_setup_slack_ns": 0.5284,
  "largest_reg_flops": 21,
  "antenna_found_initial": 0,
  "layout_top_cell": "dfxtp_1",
  "first_iter_violations": 38,
  "finalSetupViolCount": 0,
  "grt_pass1_vias": 771,
  "crit_required_ns": 2.91,
  "crit_arrival_ns": 2.10,
  "grt_setup_unrepaired": "false",
  "cts.sinks": 24,
  "wl_microns": 1793,
  "synth_flops": 24,
  "clk_pin_slew_worst_paths_ns": 0.08,
  "die_y_microns": 94,
  "ant_nets": 0,
  "avgViaCountPerCell": 4.231,
  "postSynthCellCount": 112,
  "timing.rr.end": "delaycount_reg[14]$_SDFFE_PN0P_",
  "fin_crit_ns": 1.884,
  "fin_util_pct": 24.01,
  "cts_tree": "done",
  "ioPinCount": 4,
  "synth_cell_types": 31,
  "synth_chip_area_sq_um": 1096,
  "via_count": 787,
  "power_uw": 626.8,
  "htreeDepth": 1,
  "drive_gt1_share_pct": 9.483,
  "portBuffers": 3,
  "crit_type": "in2reg",
  "mostFrequentLayoutCells": "23 x dfxtp_1, 16 x nand2_1, 9 x nor2_1, 9 x o211ai_1, 9 x or4_1",
  "cp-startpoint": "n_reset",
  "critPathLaunchType": "input pin",
  "crit_end": "delaycount_reg[14]$_SDFFE_PN0P_",
  "power.leakage_uw": 0.0004973
}
==> critical path: stages <==
cell and delay, ns:
clkdlybuf4s50_1 0.49, nand2_1 0.36, or4_1 0.62, nand2_1 0.08
==> metal layers <==
metal / GRT usage [%] / share of wire (%) / up-vias
li1: - / - / 420
met1: 5.981 / 54 / 352
met2: 7.200 / 41 / 10
met3: 0.8078 / 2.6 / 5
met4: 1.013 / 2.8 / 0
met5: 0 / 0 / -
==> Yosys cell counts <==
master	n	area share (%)
dfxtp_1	23	42
nand2_1	16	5.5
nor2_1	9	3.1
o211ai_1	9	6.2
or4_1	9	6.2
nand3_1	5	2.3
xor2_1	5	4.0
xnor2_1	4	3.2
and2_1	3	1.7
nand4_1	3	1.7
a21oi_1	2	0.91
and4_4	2	2.1
clkbuf_1	2	0.69
nor3_1	2	0.91
or3_1	2	1.1
and3_4	1	1.0
and3b_1	1	0.80
and4_1	1	0.80
buf_6	1	1.0
edfxtp_1	1	2.7
ha_1	1	1.1
inv_1	1	0.34
mux2i_1	1	0.91
nand3_4	1	1.6
nand3b_4	1	1.8
nand4_4	1	1.9
nand4b_4	1	2.2
nor2b_1	1	0.57
o21a_1	1	0.69
o21ai_0	1	0.46
o21ai_1	1	0.46
==> kinds of logic after synthesis <==
family	Yosys count	share of synthesized area, %
AND-OR/OR-AND	14	8.675
XOR/XNOR	9	7.191
adder cells (fa/ha/maj)	1	1.141
buffers and inverters	4	2.055
flip-flops	24	44.75
multiplexers	1	0.9133
AND/OR/NAND/NOR	59	35.27
==> report_power, final <==
part	switching (uW)	total [uW]	internal (uW)
Clock	109	239	130
Combinational	14.6	23.3	8.70
Sequential	4.71	365	360
Total	128	627	499
==> through the flow <==
step	instance area, sq um	instances
global route	1250	186
global placement	1195	182
finish	1250	186
CTS	1250	186
detailed placement	1195	182
floorplan	1096	112
==> layout make-up <==
type                            count  area, sq um
Tap cell                           70        87.58
Clock buffer                        4        55.05
Timing Repair Buffer                3        30.03
Multi-Input combinational cell     84        583.1
Sequential cell                    24        490.5
Inverter                            1        3.754
Fill cell                         568         3955
==> worst min-delay path by stage <==
stage                            from  cells past startpoint  slack, ns          endpoint
after CTS             DFF2$_SDFF_PN0_                      0       0.48  DB_out$_DFFE_PP_
after global routing  DFF2$_SDFF_PN0_                      0       0.51  DB_out$_DFFE_PP_
final                 DFF2$_SDFF_PN0_                      0       0.48  DB_out$_DFFE_PP_
