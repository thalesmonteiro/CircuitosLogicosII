==> design.v <==
module Cronometro(CLOCK_50, HEX4C, HEX6D, reset);
	reg delay;
	input CLOCK_50;
	input reset;
	reg [25:0] count;
	reg [3:0]tempo = 5;
	reg [3:0] tempoCres = 0;
	reg controle;
	output [6:0]HEX4C;
	output [6:0]HEX6D;
	dsp7_decoder decrescente(tempo, HEX6D);
	dsp7_decoder crescente(tempoCres, HEX4C);
always @(posedge CLOCK_50, negedge reset)
	begin  
	if(~reset)begin  
		tempo <= 5;  
		tempoCres <= 0; end  
	else if(count==26'd49_999_999)  
		begin  
			count<=26'd0;
			delay<=1;
			if(tempo == 0) begin  
				tempo <= 0;
				controle <= 0;end  
			if(controle == 0 && tempo == 0) begin  
					tempoCres <= tempoCres + 1; end  
			else begin  
				tempo <= tempo - 1; end  
	    end  
	else
		begin 
			count<=count+1;
			delay<=0;
		end	 
	end  
endmodule 
module dsp7_decoder (digit, seg);
input [3:0] digit;
output[6:0] seg;
reg   [6:0] seg;
always @ (digit)
case (digit)
    4'h0: seg = 7'b1000000;   
    4'h1: seg = 7'b1111001;
    4'h2: seg = 7'b0100100;
    4'h3: seg = 7'b0110000;
    4'h4: seg = 7'b0011001;
    4'h5: seg = 7'b0010010;
    4'h6: seg = 7'b0000010;
    4'h7: seg = 7'b1111000;
    4'h8: seg = 7'b0000000;
    4'h9: seg = 7'b0011000;
	default
	 seg = 7'b1000000;
endcase
endmodule
==> run.sh <==
#!/bin/bash
# OpenROAD 26Q1-2900-gdf79404cd8, Yosys 0.63+post, stock flow scripts
make -C /OpenROAD-flow-scripts/flow DESIGN_CONFIG=/design/flow/config.mk WORK_HOME=/design/flow/orfs finish
==> config.mk <==
export PLATFORM = sky130hd
export DESIGN_NAME = Cronometro
export DESIGN_NICKNAME = Cronometro
export VERILOG_FILES = /design/flow/design.v
export SDC_FILE = /design/flow/constraint.sdc
export NUM_CORES = 4
export LEC_CHECK = 1
export CORE_UTILIZATION = 30
==> constraint.sdc <==
current_design Cronometro

set clk_period 5.4
set clk_io_pct 0.2

create_clock -name clk0 -period $clk_period [get_ports {CLOCK_50}]

set non_clock_inputs [all_inputs -no_clocks]
set_input_delay [expr $clk_period * $clk_io_pct] -clock clk0 $non_clock_inputs
set_output_delay [expr $clk_period * $clk_io_pct] -clock clk0 [all_outputs]
==> results.py <==
# Generated from Yosys and OpenROAD reports
metrics = {
    "placement": {
        "hpwlAfterDp_mm": 2.47,
        "placed_cells": 307,
        "port-buffer-count": 15,
        "gp_congestion": 0.835,
    },
    "global_route": {
        "antenna_found_initial": 0,
        "grt_max_degree": 35,
        "grt_pass1_wl_mm": 6.32,
        "grt_pass1_vias": 1356,
        "track_usage_pct": 11.0,
        "grt-ovfl-total": 0,
    },
    "synthesis": {
        "yosys_warnings": 2,
        "top_cell_area_share_pct": 37.0,
        "yosysCellCount": 203,
        "edf_count": 26,
        "yosysUniqueCellTypes": 43,
        "yosysTopAreaCell": "edfxtp_1",
        "synth_area_um2": 2110,
        "syn_avg_cell_area_um2": 10.4,
        "ys_top_cells_by_count": "edfxtp_1, nor2_1, a21oi_1, inv_1, nand2_1",
        "yosysSeqAreaShare_pct": 46.6,
        "topCellsByArea": "edfxtp_1, dfrtp_1, ha_1, xor2_1, xnor2_1",
        "syn_inst": 203,
        "synth-main-ff-cell": "edfxtp_1",
        "synth.most_common_cell": "edfxtp_1",
        "synth-area-yosys_um2": 2110,
        "ys_ff": 34,
        "postSynth.asyncResetShare_pct": 23.5,
    },
    "sta": {
        "finalClockPeriodUsage_pct": 55.8,
        "timing_max_transition_violations_final": 0,
        "fin_tns_setup_ns": 0,
        "fmax_ghz": 0.332,
        "hold-worst-slack_ns": 0.589,
        "tightest_slew_ns": 0.732,
        "period_minus_slack_ns": 3.01,
        "rsz0062_at_grt": "false",
        "final-hold-violation-count": 0,
        "finClkSkew_ns": 0.00650,
        "setup_viol": 0,
        "relSlewSlack_pct": 51.2,
    },
    "power_and_ir_drop": {
        "power_mw": 0.532,
        "leakage_nw": 0.889,
        "pwr-share-comb_pct": 5.6,
        "p_sw_share_pct": 22.1,
        "intPower_mw": 0.415,
        "power_switching_mw": 0.118,
        "powerDensity_nw_per_um2": 219,
        "seq_power_share_pct": 58.7,
        "ir_drop_v": 0.0000819,
        "clkPwrFrac_pct": 35.7,
    },
    "die": {
        "dieArea_um2": 7380,
        "die_x_um": 85.9,
        "placementRows": 30,
        "initCoreUtil_pct": 31.1,
        "core_area_um2": 6790,
        "chipHeight_um": 85.9,
        "io_pins": 16,
    },
    "route": {
        "drc_errors": 0,
        "wl_mm": 3.78,
        "detail_route.wl_per_cell_um": 12.0,
        "ant_nets": 0,
        "vias": 1520,
        "num_antenna_cells": 0,
        "first_pass_iters": 4,
        "drt-initial-drc-count": 38,
        "vias_per_cell": 4.83,
    },
    "min_path": {
        "whs_path_depth": 1,
        "min_to": "count[6]",
        "worstHoldPathType": "reg2reg",
        "min_from": "count[6]",
    },
    "clocking": {
        "htreeDepth": 2,
        "clk_path_buf_depth": 2,
        "clock-sinks": 34,
        "worstSkewPairLatency_ns": 0.28,
        "clk_pin_slew_ns": 0.07,
        "cts_setup_buffers": 0,
        "cts_root_buffer": "clkbuf_8",
        "numCtsBuffers": 5,
        "cts-resized-gates": 0,
        "hold_buffers": 0,
        "cts_tree": "built",
    },
    "flow_run": {
        "warnings": 32,
        "drv_cap": 0,
    },
    "critical_path": {
        "start_kind": "flip-flop",
        "worst-endpoint-arrival_ns": 1.93,
        "worstSetupPathType": "reg2out",
        "required_ns": 4.32,
        "reg2reg_from": "count[11]",
        "r2r_cells": 4,
        "end_kind": "output port",
        "rrSetupSlack_ns": 3.04,
        "worstPathMaxFanout": 6,
        "rr_endpoint": "count[14]",
    },
    "status": {
        "status": "finished, final reports clean",
    },
    "finish": {
        "drive_gt1_share_pct": 9.59,
        "final_cells": 315,
        "syn_to_final_growth_pct": 15.2,
    },
}
-- stage by stage --
stage	setup WS, ns	instance area, um2	utilization, %
6_report	2.39	2430	35.8
5_1_grt	2.28	2430	35.8
4_1_cts	2.37	2430	35.8
3_5_place_dp	2.68	2340	34.5
3_3_place_gp	2.71	2340	34.5
2_1_floorplan	3.27	2110	-
-- final cells by class --
cell class	instances	area (um2)
Clock inverter	1	5.00
Sequential cell	34	983
Timing Repair Buffer	16	158
Clock buffer	7	86.3
Tap cell	96	120
Multi-Input combinational cell	149	1030
Fill cell	688	4360
Inverter	12	45.0
-- cell usage in the layout (no fill, tap or decap), types with 2 or more instances in the layout --
cell	synthesis	routed
nor3_1	4	4
and4_1	2	2
inv_1	12	12
mux2i_1	5	5
nand4_2	3	3
edfxtp_1	26	26
nand2b_1	3	3
nor4_1	4	4
or3_1	6	6
ha_1	10	10
xor2_1	10	10
clkbuf_8	0	6
dfrtp_1	6	6
nor2_1	15	15
o31ai_1	5	5
nor2b_1	2	2
xnor2_1	8	8
or4_1	5	5
and2_1	3	3
clkdlybuf4s50_1	0	15
a21oi_1	13	13
nand3_2	2	2
nand3_1	9	9
o21ai_0	10	10
nand2_1	12	12
dfstp_2	2	2
and3_1	4	4
-- state kept, by name, indices dropped and copies added, names as in the netlist --
name	cells
count	26
tempo	4
tempoCres	4
-- power by group through the flow --
stage	Combinational, mW	Clock (mW)	Sequential (mW)
finish	0.0296	0.190	0.313
CTS	0.0301	0.198	0.313
global route	0.0338	0.211	0.315
-- routing by layer --
layer	up-vias	share of wire [%]	routed length [um]	track usage (%)
met3	7	3.8	143	2.93
li1	777	-	-	-
met2	26	44	1650	15.7
met4	0	1.2	45	1.36
met1	710	51	1940	17.9
met5	-	0	0	0
-- critical path, cell delays in order, from the launching register on --
cell and delay, ns:
dfstp_2 0.56, inv_1 0.11, ha_1 0.24, a211oi_1 0.25
clkdlybuf4s50_1 0.50
-- cell families (layout without fill, tap and decap cells) --
logic type	after synthesis	after routing	synth area share (%)
simple gates	81	81	23.2
fa+ha+maj	10	10	5.93
flops	34	34	46.6
buf+inv	20	36	4.39
compound gates	34	34	9.54
mux	6	6	2.90
xor+xnor	18	18	7.47
-- how the worst max path moves through the flow --
stage	startpoint	to	slack, ns	cells past startpoint
4_1_cts	tempo[0]	HEX6D[4]	2.37	6
5_1_grt	tempo[0]	HEX6D[4]	2.28	6
6_report	tempo[0]	HEX6D[5]	2.39	4
Power is estimated from default activity; no workload was simulated.
